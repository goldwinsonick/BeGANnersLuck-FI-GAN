[/design/flow/config.mk]
export PLATFORM = sky130hd
export DESIGN_NAME = trans_conv2d_padded_layer
export DESIGN_NICKNAME = trans_conv2d_padded_layer
export VERILOG_FILES = /design/flow/design.v
export SDC_FILE = /design/flow/constraint.sdc
export NUM_CORES = 4
export LEC_CHECK = 1
export CORE_UTILIZATION = 30
[/design/flow/constraint.sdc]
current_design trans_conv2d_padded_layer

set clk_period 50.2
set clk_io_pct 0.2

create_clock -name clk0 -period $clk_period [get_ports {clk}]

set non_clock_inputs [all_inputs -no_clocks]
set_input_delay [expr $clk_period * $clk_io_pct] -clock clk0 $non_clock_inputs
set_output_delay [expr $clk_period * $clk_io_pct] -clock clk0 [all_outputs]
[/design/flow/design.v]
module conv2d_4x4_layer #(
    parameter IMG_WIDTH  = 16,
    parameter DATA_WIDTH = 16
)(
    input  wire clk,
    input  wire rst_n,
    input  wire valid_in,
    input  wire signed [DATA_WIDTH-1:0] data_in,
    input  wire signed [DATA_WIDTH-1:0] w0, w1, w2, w3,
    input  wire signed [DATA_WIDTH-1:0] w4, w5, w6, w7,
    input  wire signed [DATA_WIDTH-1:0] w8, w9, w10, w11,
    input  wire signed [DATA_WIDTH-1:0] w12, w13, w14, w15,
    input  wire signed [DATA_WIDTH-1:0] bias,
    output reg  valid_out,
    output reg  signed [DATA_WIDTH-1:0] data_out
);
    reg signed [DATA_WIDTH-1:0] line_buff_0 [0:IMG_WIDTH-1];
    reg signed [DATA_WIDTH-1:0] line_buff_1 [0:IMG_WIDTH-1];
    reg signed [DATA_WIDTH-1:0] line_buff_2 [0:IMG_WIDTH-1];
    reg signed [DATA_WIDTH-1:0] win [0:15]; 
    wire signed [DATA_WIDTH-1:0] p[0:15]; 
    wire signed [DATA_WIDTH-1:0] sum;
    reg [9:0] x_cnt, y_cnt;
    integer i;
    qmult m0 (win[15], w0,  p[0]);
    qmult m1 (win[14], w1,  p[1]);
    qmult m2 (win[13], w2,  p[2]);
    qmult m3 (win[12], w3,  p[3]);
    qmult m4 (win[11], w4,  p[4]);
    qmult m5 (win[10], w5,  p[5]);
    qmult m6 (win[9],  w6,  p[6]);
    qmult m7 (win[8],  w7,  p[7]);
    qmult m8 (win[7],  w8,  p[8]);
    qmult m9 (win[6],  w9,  p[9]);
    qmult m10(win[5],  w10, p[10]);
    qmult m11(win[4],  w11, p[11]);
    qmult m12(win[3],  w12, p[12]);
    qmult m13(win[2],  w13, p[13]);
    qmult m14(win[1],  w14, p[14]);
    qmult m15(win[0],  w15, p[15]);
    assign sum = p[0] + p[1] + p[2] + p[3] + 
                 p[4] + p[5] + p[6] + p[7] + 
                 p[8] + p[9] + p[10] + p[11] +
                 p[12] + p[13] + p[14] + p[15] + bias;
    reg valid_req;
    always @(posedge clk or negedge rst_n) begin
        if (!rst_n) begin
            valid_req <= 0;
            valid_out <= 0;
            data_out  <= 0;
            x_cnt <= 0;
            y_cnt <= 0;
            for (i = 0; i < IMG_WIDTH; i = i + 1) begin
                line_buff_0[i] <= 0;
                line_buff_1[i] <= 0;
                line_buff_2[i] <= 0;
            end
            for (i = 0; i < 16; i = i + 1) begin
                win[i] <= 0;
            end
        end 
        else if (valid_in) begin
            line_buff_0[0] <= data_in;
            line_buff_1[0] <= line_buff_0[IMG_WIDTH-1];
            line_buff_2[0] <= line_buff_1[IMG_WIDTH-1];
            for (i = 1; i < IMG_WIDTH; i = i + 1) begin
                line_buff_0[i] <= line_buff_0[i-1];
                line_buff_1[i] <= line_buff_1[i-1];
                line_buff_2[i] <= line_buff_2[i-1];
            end
            win[0] <= data_in; 
            win[1] <= win[0]; win[2] <= win[1]; win[3] <= win[2];
            win[4] <= line_buff_0[IMG_WIDTH-1];
            win[5] <= win[4]; win[6] <= win[5]; win[7] <= win[6];
            win[8] <= line_buff_1[IMG_WIDTH-1];
            win[9] <= win[8]; win[10] <= win[9]; win[11] <= win[10];
            win[12] <= line_buff_2[IMG_WIDTH-1];
            win[13] <= win[12]; win[14] <= win[13]; win[15] <= win[14];
            if (x_cnt == IMG_WIDTH-1) begin
                x_cnt <= 0;
                y_cnt <= y_cnt + 1;
            end else begin
                x_cnt <= x_cnt + 1;
            end
            if (y_cnt >= 3 && x_cnt >= 3) 
                valid_req <= 1;
            else
                valid_req <= 0;
            valid_out <= valid_req;
            data_out  <= sum;
        end
        else begin
            valid_out <= valid_req;
            data_out  <= sum;
            valid_req <= 0;
        end
    end
endmodule
module qmult #(
    parameter N = 16,
    parameter Q = 10
)(
    input signed [N-1:0] a,
    input signed [N-1:0] b,
    output signed [N-1:0] out
);
    wire signed [2*N-1:0] temp;
    assign temp = a * b;
    assign out = temp[Q+N-1 : Q]; 
endmodule
module trans_conv2d_padded_layer #(
    parameter IN_WIDTH   = 7,
    parameter DATA_WIDTH = 16,
    parameter PAD_TOP    = 1,
    parameter PAD_BOTTOM = 2,
    parameter PAD_LEFT   = 1,
    parameter PAD_RIGHT  = 2
)(
    input  wire clk, rst_n,
    input  wire valid_in,
    input  wire signed [DATA_WIDTH-1:0] data_in,
    output wire ready_out, 
    input  wire signed [DATA_WIDTH-1:0] w0,w1,w2,w3,w4,w5,w6,w7,
    input  wire signed [DATA_WIDTH-1:0] w8,w9,w10,w11,w12,w13,w14,w15,
    input  wire signed [DATA_WIDTH-1:0] bias,
    output wire valid_out,
    output wire signed [DATA_WIDTH-1:0] data_out
);
    wire up_valid, up_ready;
    wire signed [DATA_WIDTH-1:0] up_data;
    upsample_layer_2d #(
        .IN_WIDTH(IN_WIDTH), 
        .DATA_WIDTH(DATA_WIDTH)
    ) upsample_inst (
        .clk(clk), .rst_n(rst_n),
        .valid_in(valid_in), .data_in(data_in), .ready_in(ready_out),
        .ready_out(up_ready), .valid_out(up_valid), .data_out(up_data)
    );
    wire pad_valid, pad_ready;
    wire signed [DATA_WIDTH-1:0] pad_data;
    zero_pad_layer #(
        .DATA_WIDTH(DATA_WIDTH),
        .IMG_WIDTH(IN_WIDTH * 2),    
        .IMG_HEIGHT(IN_WIDTH * 2),   
        .PAD_TOP(PAD_TOP), .PAD_BOTTOM(PAD_BOTTOM),
        .PAD_LEFT(PAD_LEFT), .PAD_RIGHT(PAD_RIGHT)
    ) pad_inst (
        .clk(clk), .rst_n(rst_n),
        .valid_in(up_valid), .data_in(up_data), .ready_in(up_ready),
        .ready_out(pad_ready), .valid_out(pad_valid), .data_out(pad_data)
    );
    localparam CONV_IN_WIDTH = (IN_WIDTH * 2) + PAD_LEFT + PAD_RIGHT;
    conv2d_4x4_layer #(
        .IMG_WIDTH(CONV_IN_WIDTH), 
        .DATA_WIDTH(DATA_WIDTH)
    ) conv_inst (
        .clk(clk), .rst_n(rst_n),
        .valid_in(pad_valid), .data_in(pad_data), 
        .w0(w0), .w1(w1), .w2(w2), .w3(w3), .w4(w4), .w5(w5), .w6(w6), .w7(w7),
        .w8(w8), .w9(w9), .w10(w10), .w11(w11), .w12(w12), .w13(w13), .w14(w14), .w15(w15),
        .bias(bias),
        .valid_out(valid_out), .data_out(data_out)
    );
    assign pad_ready = 1'b1; 
endmodule
module upsample_layer_2d #(
    parameter IN_WIDTH   = 14, 
    parameter DATA_WIDTH = 16
)(
    input  wire clk, rst_n,
    input  wire valid_in,
    input  wire signed [DATA_WIDTH-1:0] data_in,
    output wire ready_in, 
    input  wire ready_out, 
    output reg  valid_out,
    output reg  signed [DATA_WIDTH-1:0] data_out
);
    localparam OUT_WIDTH = IN_WIDTH * 2;
    localparam S_READ_PIXEL  = 0;
    localparam S_EMIT_H_ZERO = 1; 
    localparam S_EMIT_V_ROW  = 2;
    reg [1:0] state;
    reg [15:0] col_cnt; 
    reg [15:0] row_cnt; 
    assign ready_in = (state == S_READ_PIXEL) && ready_out && (!valid_out || ready_out);
    always @(posedge clk or negedge rst_n) begin
        if (!rst_n) begin
            state <= S_READ_PIXEL;
            valid_out <= 0; data_out <= 0;
            col_cnt <= 0; row_cnt <= 0;
        end else begin
            if (valid_out && !ready_out) begin
                valid_out <= 1; 
            end else begin
                valid_out <= 0;  
                case (state)
                    S_READ_PIXEL: begin
                        if (valid_in && ready_out) begin
                            valid_out <= 1;
                            data_out  <= data_in;
                            state     <= S_EMIT_H_ZERO;
                        end
                    end
                    S_EMIT_H_ZERO: begin
                        if (ready_out) begin 
                            valid_out <= 1;
                            data_out  <= 0;
                            if (col_cnt == IN_WIDTH - 1) begin
                                col_cnt <= 0;
                                state   <= S_EMIT_V_ROW;
                            end else begin
                                col_cnt <= col_cnt + 1;
                                state   <= S_READ_PIXEL;
                            end
                        end
                    end
                    S_EMIT_V_ROW: begin
                        if (ready_out) begin
                            valid_out <= 1;
                            data_out  <= 0;
                            if (row_cnt == OUT_WIDTH - 1) begin
                                row_cnt <= 0;
                                state   <= S_READ_PIXEL;
                            end else begin
                                row_cnt <= row_cnt + 1;
                            end
                        end
                    end
                endcase
            end
        end
    end
endmodule
module zero_pad_layer #(
    parameter DATA_WIDTH = 16,
    parameter IMG_WIDTH  = 14,    
    parameter IMG_HEIGHT = 14,    
    parameter PAD_TOP    = 1,
    parameter PAD_BOTTOM = 2,
    parameter PAD_LEFT   = 1,
    parameter PAD_RIGHT  = 2
)(
    input  wire clk, rst_n,
    input  wire valid_in,
    input  wire signed [DATA_WIDTH-1:0] data_in,
    output wire ready_in,
    input  wire ready_out,
    output reg  valid_out,
    output reg  signed [DATA_WIDTH-1:0] data_out
);
    localparam TOTAL_WIDTH  = PAD_LEFT + IMG_WIDTH + PAD_RIGHT;
    localparam TOTAL_HEIGHT = PAD_TOP + IMG_HEIGHT + PAD_BOTTOM;
    reg [15:0] out_x;
    reg [15:0] out_y;
    reg frame_done; 
    reg [11:0] flush_cnt; 
    localparam FLUSH_CYCLES = 1024; 
    wire region_active_x = (out_x >= PAD_LEFT) && (out_x < PAD_LEFT + IMG_WIDTH);
    wire region_active_y = (out_y >= PAD_TOP)  && (out_y < PAD_TOP + IMG_HEIGHT);
    wire inside_content  = region_active_x && region_active_y;
    always @(*) begin
        if (frame_done) begin
            valid_out = 1'b0;
            data_out  = 0;
        end 
        else if (inside_content) begin
            valid_out = valid_in;
            data_out  = data_in;
        end else begin
            valid_out = 1'b1; 
            data_out  = {DATA_WIDTH{1'b0}};
        end
    end
    assign ready_in = !frame_done && (flush_cnt == 0) && inside_content && ready_out;
    wire fire_out = valid_out && ready_out;
    always @(posedge clk or negedge rst_n) begin
        if (!rst_n) begin
            out_x <= 0; out_y <= 0; frame_done <= 0; flush_cnt <= 0;
        end else begin
            if (flush_cnt > 0) begin
                if (fire_out) begin
                    if (flush_cnt == FLUSH_CYCLES) frame_done <= 1;
                    else flush_cnt <= flush_cnt + 1;
                end
            end
            else if (fire_out) begin
                if (out_x == TOTAL_WIDTH - 1) begin
                    out_x <= 0;
                    if (out_y == TOTAL_HEIGHT - 1) flush_cnt <= 1; 
                    else out_y <= out_y + 1;
                end else out_x <= out_x + 1;
            end
        end
    end
endmodule
[/design/flow/run.sh]
#!/bin/bash
# OpenROAD 26Q1-2900-gdf79404cd8, Yosys 0.63+post, stock flow scripts
make -C /OpenROAD-flow-scripts/flow DESIGN_CONFIG=/design/flow/config.mk WORK_HOME=/design/flow/orfs finish
==> flow_summary_export.csv <==
group,metric,value,unit
worst_hold_path,hold_start,"conv_inst.valid_req",
drt,first_pass_iters,6,
clock_tree,clkTransAtPathRegs,60,ps
yosys,synthArstFlopShare,100,%
drt,num_vias,118000,
yosys,numSynthFlops,1015,
drt,vias_per_cell,4.47,
run,drv_cap,0,
cells_and_area,utilization,33.1,%
yosys,ys_types,78,
clock_tree,clockRootBuffer,"clkbuf_16",
floorplan,coreArea,565000,um^2
critical_path,r2r-start,"conv_inst.win[12][12]",
floorplan,ios,309,
yosys,top_cells_by_area,"fa_1 (42%), dfrtp_1 (15%), nand2_1 (10%)",
critical_path,crit_top_cell,"fa_1",
clock_tree,cts_resized,0,
yosys,yosys_warnings,11,
final_timing,max_freq,44.2,MHz
cells_and_area,fin_cells,26500,
yosys,synth-main-ff-cell,"dfrtp_1",
critical_path,critPathBufInv,6,
floorplan,fp.dieW,756,um
critical_path,path_max_fanout,15,
global_routing,antenna_found_initial,96,
final_timing,worst_slew_pin_slew,980,ps
cells_and_area,fillers,57200,
final_timing,skew,110,ps
floorplan,die_y,756,um
clock_tree,htree_num_levels,3,
place,gp_congestion,0.941,
final_timing,report.final.slew_viol_count,0,
final_timing,finalHoldViolations,0,
floorplan,chip_area,571000,um^2
final_timing,rsz0062_at_grt,"false",
yosys,netlist.area_leader.share,41.6,%
yosys,synthCells,18800,
cells_and_area,area.growth.synth_to_final,9.73,%
final_timing,final.setup.tns,0,ps
cells_and_area,logic_area,127000,um^2
yosys,ys_cells,18800,
yosys,synth_area,170000,um^2
final_timing,fin_crit,22620,ps
yosys,top_cell,"nand2_1",
drt,antenna_left,0,
floorplan,rows,276,
place,dp_cells,26200,
critical_path,crit_type,"input pin to flip-flop",
final_timing,fin_crit_sh,45.1,%
global_routing,grt_pass1_vias,128000,
yosys,top_area_cell,"fa_1",
critical_path,crit_slowest_cell,"clkdlybuf4s50_1",
global_routing,grt-ovfl-total,0,
clock_tree,cts_made_buffers,121,
drt,drc_errors,0,
critical_path,startpoint,"w3[1]",
clock_tree,worstSkewPairLatency,940,ps
final_timing,finalSetupViolCount,0,
yosys,avgSynthCellArea,9.07,um^2
drt,wire_per_inst,18.0,um
clock_tree,post_cts_buffers,0,
critical_path,required,50970,ps
run_status,outcome,"finished clean",
place,io_buffers,308,
global_routing,grt_pass1_wl,757,mm
critical_path,worstPathArrival,23390,ps
worst_hold_path,holdPathStages,0,
yosys,ys_area,170000,um^2
global_routing,grt_max_degree,183,
worst_hold_path,worstHoldPathType,"flip-flop to flip-flop",
drt,drt_iter0_markers,5561,
yosys,top_cells_by_count,"nand2_1 (4713), inv_1 (3991), fa_1 (3541)",
critical_path,cp.depth,42,
cells_and_area,drive_above_1_share,3.12,%
final_timing,relSlewSlack,34.4,%
yosys,synth-edff-count,0,
floorplan,fp-utilization,30.1,%
run,warning_count,40,
clock_tree,clockBufferDepth,4,
cells_and_area,ff_latch_area,25400,um^2
global_routing,grtUsageTotal,18.1,%
place,place_hpwl,383,mm
clock_tree,cts.sinks,1015,
critical_path,end_kind,"flip-flop",
critical_path,cp_top_family,"adder cells",
clock_tree,ctsHoldBuffers,0,
yosys,ys_seq_share,14.9,%
clock_tree,cts_tree,"yes",
drt,wl,476,mm
place,pre_cts_ws,26480,ps
final_timing,finalWorstSetupSlack,27580,ps
critical_path,cp-start-kind,"input pin",
critical_path,slowest_delay,950,ps
critical_path,rr_worst_depth,42,
==> path summary, 6_finish.rpt <==
check,slack [ps],endpoint
max in group asynchronous,36230,conv_inst.line_buff_2[14][14]
hold reg to reg,370,conv_inst.valid_out
setup / recovery,27580,conv_inst.data_out[15]
hold / removal,370,conv_inst.valid_out
min in group asynchronous,9180,conv_inst.win[0][1]
setup reg to reg,37100,conv_inst.data_out[15]
==> flip-flops by register name, indices dropped and copies added (netlist names) <==
| signal | cells |
|---|---|
| conv_inst.data_out | 16 |
| conv_inst.line_buff_0 | 256 |
| conv_inst.line_buff_1 | 272 |
| conv_inst.line_buff_2 | 208 |
| conv_inst.valid_out | 1 |
| conv_inst.valid_req | 1 |
| conv_inst.win | 144 |
| conv_inst.x_cnt | 10 |
| conv_inst.y_cnt | 10 |
| pad_inst.flush_cnt | 12 |
| pad_inst.frame_done | 1 |
| pad_inst.out_x | 16 |
| pad_inst.out_y | 16 |
| upsample_inst.col_cnt | 16 |
| upsample_inst.data_out | 16 |
| upsample_inst.row_cnt | 16 |
| upsample_inst.state | 3 |
| upsample_inst.valid_out | 1 |
==> cell families (layout without fill, tap and decap cells) <==
| kind of cell | count (synthesis) | in the layout | share of synthesized area (%) |
|---|---|---|---|
| AOI/OAI and AO/OA | 534 | 534 | 2.08 |
| xor gates and xnor gates | 635 | 635 | 3.32 |
| adders and majority gates | 4730 | 4730 | 50.3 |
| buffers and inverters | 4719 | 4868 | 10.4 |
| DFF | 1015 | 1015 | 14.9 |
| muxes | 3 | 3 | 0.0198 |
| other | 0 | 57 | 0 |
| and+or+nand+nor | 7155 | 7155 | 18.9 |
==> cell type report <==
class                   count  share of cell area (%)
clock inverters            47                   0.276
diodes                     57                  0.0763
well taps                7506                    5.02
clock buffers             171                    1.85
flip-flops and latches   1015                    13.6
inverters                3991                    8.01
multi-input cells       13100                    68.1
repair buffers            659                    3.08
==> cell usage in the layout (no fill, tap or decap), drive strengths merged, types with 10 or more instances in the layout <==
cell / netlist / layout
a211oi: 15 / 15
a21boi: 10 / 10
a21o: 70 / 70
a21oi: 133 / 133
a22o: 19 / 19
a31oi: 15 / 15
and2: 1676 / 1676
and3: 50 / 50
and4: 12 / 12
buf: 9 / 352
clkbuf: 719 / 171
clkdlybuf4s50: 0 / 307
clkinv: 0 / 19
dfrtp: 1014 / 1014
diode: 0 / 57
fa: 3541 / 3541
ha: 1189 / 1189
inv: 3991 / 4007
nand2: 4713 / 4713
nand2b: 155 / 155
nand3: 75 / 75
nand4: 53 / 53
nor2: 242 / 242
nor2b: 49 / 49
nor3: 60 / 60
nor4: 17 / 17
o21a: 56 / 56
o21ai: 124 / 124
or2: 22 / 22
or3: 13 / 13
xnor2: 488 / 488
xor2: 140 / 140
==> metal layers <==
metal | wire, um | up-vias | track usage, %
li1 | - | 54500 | -
met1 | 188000 | 59300 | 23.5
met3 | 52200 | 692 | 8.74
met4 | 19300 | 48 | 5.74
met5 | 301 | - | 0.0421
met2 | 217000 | 3759 | 27.3
==> metrics by stage <==
step / hold WS (ps) / area [um^2]
2_1_floorplan: 331 / 170000
3_3_place_gp: 333 / 183000
3_5_place_dp: 348 / 183000
4_1_cts: 362 / 187000
5_1_grt: 369 / 187000
6_report: 366 / 187000
