<file path="./config.mk">
export PLATFORM = sky130hd
export DESIGN_NAME = conv2d_4x4_stride2_layer
export DESIGN_NICKNAME = conv2d_4x4_stride2_layer
export VERILOG_FILES = /design/flow/design.v
export SDC_FILE = /design/flow/constraint.sdc
export NUM_CORES = 4
export LEC_CHECK = 1
export CORE_UTILIZATION = 30
</file>
<file path="./constraint.sdc">
current_design conv2d_4x4_stride2_layer

set clk_period 12.2
set clk_io_pct 0.2

create_clock -name clk0 -period $clk_period [get_ports {clk}]

set non_clock_inputs [all_inputs -no_clocks]
set_input_delay [expr $clk_period * $clk_io_pct] -clock clk0 $non_clock_inputs
set_output_delay [expr $clk_period * $clk_io_pct] -clock clk0 [all_outputs]
</file>
<file path="./design.v">
module conv2d_4x4_stride2_layer #(
    parameter IMG_WIDTH  = 32,  
    parameter DATA_WIDTH = 16
)(
    input  wire clk,
    input  wire rst_n,
    input  wire valid_in,
    input  wire signed [DATA_WIDTH-1:0] data_in,
    input  wire signed [DATA_WIDTH-1:0] w0, w1, w2, w3,
    input  wire signed [DATA_WIDTH-1:0] w4, w5, w6, w7,
    input  wire signed [DATA_WIDTH-1:0] w8, w9, w10, w11,
    input  wire signed [DATA_WIDTH-1:0] w12, w13, w14, w15,
    input  wire signed [DATA_WIDTH-1:0] bias,
    output reg  valid_out,
    output reg  signed [DATA_WIDTH-1:0] data_out
);
    reg signed [DATA_WIDTH-1:0] line_buff_0 [0:IMG_WIDTH-1];
    reg signed [DATA_WIDTH-1:0] line_buff_1 [0:IMG_WIDTH-1];
    reg signed [DATA_WIDTH-1:0] line_buff_2 [0:IMG_WIDTH-1];
    reg signed [DATA_WIDTH-1:0] win [0:15]; 
    wire signed [DATA_WIDTH-1:0] p[0:15]; 
    wire signed [DATA_WIDTH-1:0] sum;
    reg [9:0] x_cnt, y_cnt;
    integer i;
    qmult m0 (win[15], w0,  p[0]);
    qmult m1 (win[14], w1,  p[1]);
    qmult m2 (win[13], w2,  p[2]);
    qmult m3 (win[12], w3,  p[3]);
    qmult m4 (win[11], w4,  p[4]);
    qmult m5 (win[10], w5,  p[5]);
    qmult m6 (win[9],  w6,  p[6]);
    qmult m7 (win[8],  w7,  p[7]);
    qmult m8 (win[7],  w8,  p[8]);
    qmult m9 (win[6],  w9,  p[9]);
    qmult m10(win[5],  w10, p[10]);
    qmult m11(win[4],  w11, p[11]);
    qmult m12(win[3],  w12, p[12]);
    qmult m13(win[2],  w13, p[13]);
    qmult m14(win[1],  w14, p[14]);
    qmult m15(win[0],  w15, p[15]);
    assign sum = p[0] + p[1] + p[2] + p[3] + 
                 p[4] + p[5] + p[6] + p[7] + 
                 p[8] + p[9] + p[10] + p[11] +
                 p[12] + p[13] + p[14] + p[15] + bias;
    reg valid_req;
    always @(posedge clk or negedge rst_n) begin
        if (!rst_n) begin
            valid_req <= 0;
            valid_out <= 0;
            data_out  <= 0;
            x_cnt <= 0;
            y_cnt <= 0;
            for (i = 0; i < IMG_WIDTH; i = i + 1) begin
                line_buff_0[i] <= 0;
                line_buff_1[i] <= 0;
                line_buff_2[i] <= 0;
            end
            for (i = 0; i < 16; i = i + 1) begin
                win[i] <= 0;
            end
        end 
        else if (valid_in) begin
            line_buff_0[0] <= data_in;
            line_buff_1[0] <= line_buff_0[IMG_WIDTH-1];
            line_buff_2[0] <= line_buff_1[IMG_WIDTH-1];
            for (i = 1; i < IMG_WIDTH; i = i + 1) begin
                line_buff_0[i] <= line_buff_0[i-1];
                line_buff_1[i] <= line_buff_1[i-1];
                line_buff_2[i] <= line_buff_2[i-1];
            end
            win[0] <= data_in; 
            win[1] <= win[0]; win[2] <= win[1]; win[3] <= win[2];
            win[4] <= line_buff_0[IMG_WIDTH-1];
            win[5] <= win[4]; win[6] <= win[5]; win[7] <= win[6];
            win[8] <= line_buff_1[IMG_WIDTH-1];
            win[9] <= win[8]; win[10] <= win[9]; win[11] <= win[10];
            win[12] <= line_buff_2[IMG_WIDTH-1];
            win[13] <= win[12]; win[14] <= win[13]; win[15] <= win[14];
            if (x_cnt == IMG_WIDTH-1) begin
                x_cnt <= 0;
                y_cnt <= y_cnt + 1;
            end else begin
                x_cnt <= x_cnt + 1;
            end
            if (y_cnt >= 3 && x_cnt >= 3) begin
                if (x_cnt[0] == 1'b1 && y_cnt[0] == 1'b1) begin
                    valid_req <= 1;
                end else begin
                    valid_req <= 0;
                end
            end else begin
                valid_req <= 0;
            end
            valid_out <= valid_req;
            data_out  <= sum;
        end 
        else begin
            valid_out <= valid_req; 
            data_out  <= sum;
            valid_req <= 0;
        end
    end
endmodule
module qmult #(
    parameter N = 16,
    parameter Q = 10
)(
    input signed [N-1:0] a,
    input signed [N-1:0] b,
    output signed [N-1:0] out
);
    wire signed [2*N-1:0] temp;
    assign temp = a * b;
    assign out = temp[Q+N-1 : Q]; 
endmodule
</file>
<file path="./run.sh">
#!/bin/bash
# OpenROAD 26Q1-2900-gdf79404cd8, Yosys 0.63+post, stock flow scripts
make -C /OpenROAD-flow-scripts/flow DESIGN_CONFIG=/design/flow/config.mk WORK_HOME=/design/flow/orfs finish
</file>
==> flow_summary.json <==
{
  "cap_viol_max_count": 0,
  "crit_top_cell": "sky130_fd_sc_hd__fa_1",
  "synth_top_cell_by_area": "sky130_fd_sc_hd__fa_1",
  "detailroute.via_count": 125000,
  "design.portCount": 308,
  "synth_top_flop_cell": "sky130_fd_sc_hd__dfrtp_1",
  "path_delay_family": "adder cells",
  "post_synthesis_area_per_instance_um2": 10.6,
  "critical_path.endpoint": "data_out[15]",
  "cp_data_required_time_ns": 12.95,
  "number_of_warning_messages_in_the_logs": 79,
  "worst_slack_ns": -0.654,
  "depth_of_the_most_critical_reg_to_reg_path": 42,
  "clock_tree.buffer_depth": 4,
  "cpMaxStageDelayCell": "sky130_fd_sc_hd__fa_1",
  "finish.cell_count_without_fillers": 28400,
  "setup_viol": 3,
  "lay_top_count": "sky130_fd_sc_hd__inv_1",
  "area_growth_from_synthesis_to_layout_pct": 18.7,
  "core_um2": 637000,
  "fin_crit_ns": 12.85,
  "drt_iter0_drc": 4776,
  "die_w_um": 802,
  "fin_area_um2": 228000,
  "number_of_buffer_and_inverter_stages_on_the_critical_path": 10,
  "maximum_number_of_pins_on_one_net_before_global_route_repair": 146,
  "post_synth_main_area_contributors": "sky130_fd_sc_hd__fa_1 (37%), sky130_fd_sc_hd__dfrtp_1 (21%), sky130_fd_sc_hd__mux2_2 (9.4%)",
  "worst_slew_pin_slew_ns": 1.02,
  "dp_wirelength_mm": 431,
  "fp.dieArea_um2": 643000,
  "critical_path.max_fanout": 9,
  "cts.reportedPaths.clkPinSlew_ns": 0.06,
  "status": "finished, violations left",
  "grt_first_pass_wirelength_mm": 812,
  "tritoncts.num_buffers": 182,
  "place.detailed.instances": 27900,
  "yosys.area.top_type_share_pct": 36.9,
  "drt_first_pass_iters": 6,
  "top_layer": "met5",
  "antenna_found_initial": 49,
  "clock_insertion_delay_worst_skew_ns": 0.91,
  "cts.sinks": 1638,
  "antenna_left": 0,
  "worst_hold_path_type": "reg2reg",
  "crit_path_max_incr_delay_ns": 0.58,
  "max-slew-margin-rel_pct": 30.4,
  "drive_above_1_share_pct": 21.4,
  "synth_flop_count": 1638,
  "route.detailed.vias_per_inst": 4.39,
  "synthesis.yosys.warnings": 9,
  "routed-wl-met2_mm": 238,
  "first_global_vias": 137000,
  "r2r_end": "data_out[15]",
  "met1Wirelength_mm": 205,
  "final_period_util_pct": 105,
  "groute.usage.overall_pct": 17.2,
  "drt-wirelength-per-cell_um": 18.1,
  "pins_over_slew_limit": 0,
  "final_hold_fails": 0,
  "rr_startpoint": "win[11][7]",
  "cts_tree": "built",
  "crit_cells": 43,
  "post_dp_cell_area_um2": 219000,
  "place_congestion": 0.965,
  "edf_count": 0,
  "h-tree-depth": 4,
  "dp_slack_ns": -2.42,
  "hold-worst-slack_ns": 0.369,
  "yosys_cells": 18000,
  "failed_checks": "negative setup slack",
  "category_of_the_worst_setup_path_launch_point": "input port",
  "crit_path_start": "w13[10]",
  "post-route-drc-count": 0,
  "floorplanUtilization_pct": 30.1,
  "drt-total-wl_mm": 512,
  "endpoint_kind": "flip-flop",
  "setup.reg_to_reg.worst_slack_ns": 0.51,
  "grt_setup_unrepaired": "yes",
  "core.rowCount": 293,
  "most-common-layout-cells": "sky130_fd_sc_hd__inv_1 (4009), sky130_fd_sc_hd__fa_1 (3477), sky130_fd_sc_hd__nand2_1 (1949)",
  "category_of_the_most_critical_setup_path": "in2reg",
  "met3_length_mm": 48.0,
  "asyncSetResetFlopFracSynth_pct": 100,
  "finClkSkew_ns": 0.104,
  "mappedNetlistArea_um2": 192000,
  "synth_cells": 18000,
  "netlist-cell-type-count": 72,
  "ys_seq_share_pct": 21.3,
  "synth-area-yosys_um2": 192000,
  "critPathArrivalTime_ns": 13.61,
  "fmax_ghz": 0.0778,
  "buffer_ports.inserted": 307,
  "clock-root-buffer": "sky130_fd_sc_hd__clkbuf_16",
  "grt_overflow_total": 0,
  "floorplan.die.height_um": 802
}
## Yosys cell counts (6+ instances only)
cell and count:
sky130_fd_sc_hd__inv_1 4061, sky130_fd_sc_hd__fa_1 3541, sky130_fd_sc_hd__nand2_1 1964, sky130_fd_sc_hd__and2_1 1759, sky130_fd_sc_hd__dfrtp_1 1638, sky130_fd_sc_hd__mux2_2 1602, sky130_fd_sc_hd__ha_1 1176, sky130_fd_sc_hd__clkbuf_1 676
sky130_fd_sc_hd__xnor2_1 440, sky130_fd_sc_hd__nor2_1 211, sky130_fd_sc_hd__xor2_1 154, sky130_fd_sc_hd__nand2b_1 151, sky130_fd_sc_hd__a21oi_1 135, sky130_fd_sc_hd__o21ai_0 75, sky130_fd_sc_hd__nor3_1 51, sky130_fd_sc_hd__nor2b_1 47
sky130_fd_sc_hd__o21a_1 44, sky130_fd_sc_hd__a21o_1 43, sky130_fd_sc_hd__nand3_1 39, sky130_fd_sc_hd__nand4_1 33, sky130_fd_sc_hd__and3_1 21, sky130_fd_sc_hd__a31oi_1 17, sky130_fd_sc_hd__or2_2 17, sky130_fd_sc_hd__o211ai_1 12
sky130_fd_sc_hd__or3_1 12, sky130_fd_sc_hd__a211oi_1 11, sky130_fd_sc_hd__and4_1 9, sky130_fd_sc_hd__a2111oi_0 7, sky130_fd_sc_hd__a41oi_1 7, sky130_fd_sc_hd__nor4_1 6
## timing repair
action,in CTS,in global routing
pin swaps,203,303
gates resized,333,376
cloned,7,7
hold buffers,0,0
setup endpoints to repair,9,7
setup buffers,66,47
## metrics by stage
stage	TNS, ns	util (%)
2_1_floorplan	-0.473	-
3_3_place_gp	-16.59	34.3
3_5_place_dp	-18.26	34.3
4_1_cts	-1.32	35.5
5_1_grt	-2.37	35.8
6_report	-1.14	35.8
## worst min path at each step
| stage | start | end | slack [ns] | cells past startpoint |
|---|---|---|---|---|
| CTS | valid_req | valid_out | 0.37 | 0 |
| global route | valid_req | valid_out | 0.38 | 0 |
| finish | valid_req | valid_out | 0.37 | 0 |
## sequential cells by signal (all words and copies together) (netlist names)
signal / cells
data_out: 16
line_buff_1: 448
line_buff_0: 480
line_buff_2: 480
valid_req: 1
win: 192
y_cnt: 10
valid_out: 1
x_cnt: 10
## per-layer routing
layer / track usage, % / vias to the layer above
li1: - / 57100
met1: 23.0 / 63800
met2: 26.7 / 2966
met3: 6.79 / 642
met4: 4.69 / 38
met5: 0.162 / -
## area by class of cell
| type | instances | area [µm²] |
|---|---|---|
| Fill cell | 62000 | 409000 |
| Multi-Input combinational cell | 11700 | 135000 |
| Sequential cell | 1638 | 41000 |
| Timing Repair Buffer | 2233 | 19600 |
| Inverter | 4061 | 15200 |
| Tap cell | 8407 | 10500 |
| Clock buffer | 259 | 5300 |
| Clock inverter | 71 | 895 |
| Antenna cell | 29 | 72.6 |
## cells by family (layout without fill, tap and decap cells)
family                   count (synthesis)  in the layout  synth area share [%]
AND-OR/OR-AND                          412            412                  1.40
XOR/XNOR                               599            599                  2.77
adder cells (fa/ha/maj)               4717           4717                  44.6
buffers and inverters                 4741           6624                  9.27
flip-flops                            1638           1638                  21.3
multiplexers                          1602           1602                  9.39
other                                    0             29                     0
AND/OR/NAND/NOR                       4334           4334                  11.3
